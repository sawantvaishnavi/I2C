==> ./design.v <==
module i2c_master (
  input clk, rst, newd,
  input [6:0] addr,
  input op,    
  inout sda,   
  output scl,   
  input [7:0] din,
  output [7:0] dout,
  output reg busy, ack_err, done
);
  reg scl_t = 0;   
  reg sda_t = 0;
  parameter sys_freq = 40000000;  
  parameter i2c_freq = 100000;   
  parameter clk_count4 = (sys_freq/i2c_freq);  
  parameter clk_count1 = clk_count4/4;   
  integer count1 = 0;  
  reg i2c_clk = 0;
  reg [1:0] pulse = 0;    
  always@(posedge clk)
    begin
      if(rst) begin
        pulse <= 0;
        count1 <= 0;
      end
      else if (busy == 1'b0) begin   
        pulse <= 0;
        count1 <= 0;
      end
      else if (count1 == clk_count1 - 1 ) begin  
        pulse <= 1;
        count1 <= count1 + 1;
      end
      else if (count1 == clk_count1*2 - 1) begin  
        pulse <= 2;
        count1 <= count1 +1; 
      end
      else if (count1 == clk_count1*3 - 1) begin  
        pulse <= 3;
        count1 <= count1 + 1;
      end
      else if (count1 == clk_count1*4 - 1) begin  
        pulse <= 0;
        count1 <= 0;
      end
      else begin
        count1 <= count1 + 1;
      end        
    end
  reg [3:0] bitcount = 0;
  reg [7:0] data_addr = 0, data_tx = 0;
  reg r_ack= 0;
  reg [7:0] rx_data = 0;
  reg sda_en = 0;    
  typedef enum logic [3:0]{idle = 0, start = 1, write_addr = 2, ack_1 = 3, write_data = 4, read_data = 5, stop = 6, ack_2 = 7, master_ack = 8} state_type;
  state_type state = idle;
  always@(posedge clk) begin
    if(rst) begin
      bitcount <= 0;
      data_addr <= 0;
      data_tx <= 0;
      scl_t   <= 1;
      sda_t   <= 1;
      state   <= idle;
      busy    <= 0;
      ack_err <= 0;
      done    <= 0;
    end
    else 
      begin
        case (state)
          idle: 
            begin
              done <= 0;
              if(newd == 1)       
                begin
                data_addr <= {addr, op};
                data_tx	  <= din;
                busy      <= 1;
                state     <= start;
                ack_err   <= 0;
                end 
              else
                begin
                  data_addr <= 0;
                  data_tx   <= 0;
                  busy      <= 0;
                  state     <= idle;
                  ack_err   <= 0;
                end
            end
          start:
            begin
              sda_en <= 1;   
              case (pulse)
                0: begin scl_t <= 1'b1; sda_t <= 1'b1; end     
                1: begin scl_t <= 1'b1; sda_t <= 1'b1; end
                2: begin scl_t <= 1'b1; sda_t <= 1'b0; end
                3: begin scl_t <= 1'b1; sda_t <= 1'b0; end
              endcase
              if (count1 == clk_count1*4 - 1) begin
                state <= write_addr;
                scl_t <= 1'b0;        
              end
              else
                state <=  start;   
            end
          write_addr :
            begin
              sda_en <= 1'b1;    
              if(bitcount <= 7) 
                begin
                  case (pulse)
                    0: begin scl_t <= 1'b0; sda_t <= 1'b0; end
                    1: begin scl_t <= 1'b0; sda_t <= data_addr [7 - bitcount]; end  
                    2: begin scl_t <= 1'b1; end
                    3: begin scl_t <= 1'b1; end
                  endcase
                  if (count1 == clk_count1*4 - 1)
                  begin
                      state <= write_addr;  
                      scl_t <= 1'b0;
                      bitcount <= bitcount + 1;
                  end
                  else
                  begin
                      state <= write_addr;
                  end
                end
              else
                begin
                  state <= ack_1;
                  bitcount <=  0;
                  sda_en <= 0;    
                end
            end
          ack_1:
            begin
              sda_en <=  0 ;  
              case (pulse)
                  0: begin scl_t <= 0; sda_t <= 0;end     
                  1: begin scl_t <= 0; sda_t <= 0;end
                  2: begin scl_t <= 1; sda_t <= 0; r_ack <= 0; end   
                  3: begin scl_t <= 1;end
              endcase
              if (count1 == clk_count1*4 - 1)
                begin
                  if (r_ack == 1'b0 && data_addr[0] == 1'b0) begin   
                    state <=  write_data;  
                    sda_t <= 1'b0;    
                    sda_en <= 1'b1;   
                    bitcount <= 0;
                    end
                  else if (r_ack == 1'b0 && data_addr[0] == 1'b1) begin
                    state <= read_data;
                    sda_t <= 1'b1;   
                    sda_en <= 1'b0;  
                    bitcount <= 0;
                  end
                  else   
                    begin
                    state <= stop;
                    sda_en <= 1'b1;   
                    ack_err <= 1'b1;   
                    end
                end
              else
                begin
                  state <= ack_1;
                end
            end
           write_data:
            begin
              sda_en <= 1'b1;
              if(bitcount <= 7)
                begin
                  case (pulse)
                    0: begin scl_t <= 0; end
                    1: begin scl_t <= 0; sda_en <= 1; sda_t <= data_tx[7- bitcount]; end   
                    2: begin scl_t <= 1; end 
                    3: begin scl_t <= 1; end
                  endcase
                  if (count1 == clk_count1*4 - 1) 
                  begin
                      state <= write_data;
                      scl_t <= 1'b0;
                      bitcount <= bitcount + 1;
                  end
                  else
                  begin
                      state <= write_data;
                  end
                end
              else
                begin
                  state <= ack_2;    
                  bitcount <= 0;
                  sda_en <= 0;  
                end
            end
          read_data:
            begin
              sda_en <= 1'b0;   
              if(bitcount <= 7)
                begin
                  case (pulse) 
                      0: begin scl_t <= 0; sda_t <= 0; end
                      1: begin scl_t <= 0; sda_t <= 0; end
                      2: begin scl_t <= 1;  rx_data[7:0] <= (count1 == 200) ? {rx_data[6:0], sda} : rx_data; end    
                      3: begin scl_t <= 1; end
                  endcase
                  if(count1 == clk_count1*4 - 1)
                    begin
                      state <= read_data;
                      scl_t <= 0;         
                      bitcount <= bitcount + 1;
                    end
                  else
                    state <= read_data;
                end
              else
                begin
                  state <= master_ack;
                  bitcount <= 0;
                  sda_en <= 1;
                end       
            end
           master_ack : 
                   begin
                      sda_en <= 1'b1;
                                case(pulse)
                                 0: begin scl_t <= 1'b0; sda_t <= 1'b1; end
                                 1: begin scl_t <= 1'b0; sda_t <= 1'b1; end
                                 2: begin scl_t <= 1'b1; sda_t <= 1'b1; end 
                                 3: begin scl_t <= 1'b1; sda_t <= 1'b1; end
                                 endcase
                                if(count1  == clk_count1*4 - 1)
                                  begin
                                      sda_t <= 1'b0;
                                      state <= stop;
                                      sda_en <= 1'b1;  
                                  end
                                 else
                                  begin
                                    state <= master_ack;
                                  end
                   end
          ack_2:
            begin
              sda_en <= 0;  
              case(pulse)
                0: begin scl_t <= 0; sda_t <= 0; end
                1: begin scl_t <= 0; sda_t <= 0; end
                2: begin scl_t <= 1; sda_t <= 1; r_ack <= 1'b0; end  
                3: begin scl_t <= 1; end
              endcase
                  if(count1 == clk_count1*4 - 1)
                    begin
                      sda_t <= 0;
                      sda_en <= 1;
                      if (r_ack == 1'b0 )
                        begin
                          state <= stop;
                          ack_err <= 1'b0;
                        end
                      else
                        begin
                          state <= stop;
                          ack_err <= 1'b1;   
                        end
                    end
                  else
                    begin
                      state <= ack_2;
                    end
            end
        stop:
          begin
            sda_en <= 1'b1;  
            case (pulse)
              0: begin scl_t <= 1; sda_t <= 0; end
              1: begin scl_t <= 1; sda_t <= 0; end
              2: begin scl_t <= 1; sda_t <= 1; end
              3: begin scl_t <= 1; sda_t <= 1; end
            endcase
            if( count1 == clk_count1*4 - 1) 
              begin
                state <= idle;
                scl_t <= 0;
                busy <= 0;
                sda_en <= 1;   
                done <= 1;
              end
            else
              state <= stop;
           end
        endcase
        end
       end
                assign sda = (sda_en == 1) ? (sda_t == 0) ? 1'b0: 1'b1 : 1'bz;     
                assign scl = scl_t;
                assign dout = rx_data;
endmodule
==> ./run.sh <==
#!/bin/bash
# OpenROAD 26Q1-2900-gdf79404cd8, Yosys 0.63+post, stock flow scripts
make -C /OpenROAD-flow-scripts/flow DESIGN_CONFIG=/design/flow/config.mk WORK_HOME=/design/flow/orfs finish
==> ./config.mk <==
export PLATFORM = sky130hd
export DESIGN_NAME = i2c_master
export DESIGN_NICKNAME = i2c_master
export VERILOG_FILES = /design/flow/design.v
export SDC_FILE = /design/flow/constraint.sdc
export NUM_CORES = 4
export LEC_CHECK = 1
export CORE_UTILIZATION = 40
==> ./constraint.sdc <==
current_design i2c_master

set clk_period 6.4
set clk_io_pct 0.2

create_clock -name clk0 -period $clk_period [get_ports {clk}]

set non_clock_inputs [all_inputs -no_clocks]
set_input_delay [expr $clk_period * $clk_io_pct] -clock clk0 $non_clock_inputs
set_output_delay [expr $clk_period * $clk_io_pct] -clock clk0 [all_outputs]
==> deck_impl_summary.md <==
Physical Implementation Snapshot

Yosys
  – Post-Syn Area: 3340 um^2
  – Synthesized chip area reported by yosys: roughly 3300 um^2
  – Number of flops mapped to enable cells by yosys: 8
  – Distinct cells, synth: 54
  – Asr flop ratio synth: 0%
  – Syn avg cell area: 8.94 um^2
  – Synth flops: 70
  – Yosys cell count: 374
  – Cells after Synth: 374
  – Sequential area share after synthesis: 44.3%
  – Ys flop type: dfxtp_1
  – Syn. warnings: 2

Clock tree
  – Root Buffer: clkbuf_8
  – CTS Sinks: 70
  – CTS Hold Buffers Added: 0
  – # Post-CTS Setup Buffers: 0
  – # resized after CTS: 0
  – Worst-case clock buffer depth: 2
  – H-tree depth: 3
  – Total CTS buffers: 9

Die
  – Core Util at FP: 42.4%
  – I/O pins: 32
  – Die width: about 93 um
  – Die Y: 93.4 um
  – Row cnt: 32

Status
  – First Err: [error] [KeplerFormal.cpp:679] Workflow failed: Iso has multiple drivers: .sda0, sda$_SDFFE_PP1P_.Q0
  – Failing step: 4_1_cts
  – Status: aborted with a tool error

Placed design
  – DPL Wire Length: approximately 4500 um
  – GPL Wtd Cong: between 0.8 and 0.9
  – IO Port Bufs: 29
## synthesized netlist by cell type (2+ instances only)
| cell | n | area share, % |
|---|---|---|
| or3_1 | 7 | 1.3 |
| o21ai_0 | 10 | 1.5 |
| o221ai_1 | 2 | 0.52 |
| nand4_1 | 7 | 1.3 |
| and3_1 | 8 | 1.5 |
| buf_4 | 2 | 0.45 |
| nor2b_1 | 6 | 1.1 |
| a22o_1 | 16 | 4.2 |
| mux4_2 | 4 | 2.7 |
| buf_6 | 2 | 0.67 |
| nor4_1 | 10 | 1.9 |
| or4b_2 | 2 | 0.60 |
| nand2_1 | 28 | 3.1 |
| mux2i_1 | 2 | 0.60 |
| nor2_1 | 55 | 6.2 |
| a2111oi_0 | 2 | 0.52 |
| clkbuf_1 | 20 | 2.2 |
| ha_1 | 3 | 1.1 |
| nor3b_1 | 2 | 0.45 |
| a31oi_1 | 2 | 0.37 |
| and4_1 | 3 | 0.79 |
| nand4b_1 | 2 | 0.52 |
| or4_1 | 2 | 0.45 |
| dfxtp_1 | 62 | 37 |
| edfxtp_1 | 8 | 7.2 |
| nand2b_1 | 3 | 0.56 |
| o22ai_1 | 2 | 0.37 |
| nand3_1 | 18 | 2.7 |
| nor3_1 | 9 | 1.3 |
| a21oi_1 | 11 | 1.6 |
| inv_1 | 12 | 1.3 |
| xnor2_1 | 13 | 3.4 |
| xor2_1 | 18 | 4.7 |
## stage by stage
| stage | cell area [um^2] | setup WS (ns) | power (mW) | util [%] | instances |
|---|---|---|---|---|---|
| after floorplan | 3340 | 3.29 | 0.698 | - | 374 |
| after global placement | 3670 | 2.95 | 0.766 | 46.5 | 484 |
| after detailed placement | 3670 | 2.92 | 0.764 | 46.5 | 484 |
## cell families after synthesis
family	share of synthesized area (%)
xor gates and xnor gates	8.12
other	0.112
AOI/OAI and AO/OA	12.5
DFF	44.3
adders and majority gates	1.12
and+or+nand+nor	25.7
muxes	3.29
buffers and inverters	4.83
Power is estimated from default activity; no workload was simulated.
