`config.mk`:
```
export PLATFORM = sky130hd
export DESIGN_NAME = i2c_slave
export DESIGN_NICKNAME = i2c_slave
export VERILOG_FILES = /design/flow/design.v
export SDC_FILE = /design/flow/constraint.sdc
export NUM_CORES = 4
export LEC_CHECK = 1
export CORE_UTILIZATION = 40
```
`design.v`:
```
module i2c_slave (
input scl, clk, rst,
inout sda,
output reg ack_err, done, busy
);
  typedef enum logic [3:0] {idle = 0, read_addr = 1, send_ack1 = 2, send_data = 3, master_ack = 4, read_data  = 5, send_ack2 = 6, wait_p = 7, detect_stop = 8 } state_type;
  state_type state = idle;
  reg [7:0] mem [128];
  reg [7:0] r_addr;
  reg [6:0] addr;
  reg r_mem = 0;
  reg w_mem = 0;
  reg [7:0] dout;
  reg [7:0] din;
  reg sda_t;
  reg sda_en;
  reg [3:0] bitcnt = 0;
  always@(posedge clk) 
    begin
      if(rst)
        begin
          for (int i=0; i<128; i++)
            begin
            mem[i] = i;
          end
          dout <= 8'h0;
        end
      else if (r_mem == 1'b1) 
        begin
          dout <= mem[addr];
        end
      else if (w_mem == 1'b1)
        begin
          mem[addr] <= din;
        end
    end
  parameter sys_freq =  40000000;
  parameter i2c_freq = 100000;
  parameter clk_count4 = (sys_freq/i2c_freq);
  parameter clk_count1 = clk_count4/4;
  integer count1 = 0;
  reg i2c_clk = 0;
  reg [1:0] pulse = 0;
  always@(posedge clk)
    begin
      if (rst)
        begin
          pulse <= 0;
          count1 <= 0;
        end
      else if (busy == 1'b0)
        begin
          pulse <= 2;
          count1 <= 202;
        end
      else if (count1 == clk_count1 - 1)
        begin
          pulse <= 1;
          count1 = count1 + 1;
        end
      else if (count1 == clk_count1*2 - 1)
        begin
          pulse <= 2;
          count1 <= count1 + 1;
        end
      else if (count1  == clk_count1*3 - 1)
        begin
          pulse <= 3;
          count1 <= count1 + 1;
        end
      else if (count1  == clk_count1*4- 1)
        begin
          pulse <= 0;
          count1 <= 0;
        end
      else
        begin
          count1 <= count1 + 1;
        end
    end
  reg scl_t;
  wire start;
  always@(posedge clk)
    begin
      scl_t <= scl;
    end
  assign start = ~scl & scl_t;   
  reg r_ack;
  always@(posedge clk) 
    begin
      if (rst)
        begin
          bitcnt <= 0;
          state <= idle;
          r_addr <= 7'b0000000;
          sda_en <= 1'b0;
          sda_t <= 1'b0;
          addr <= 0;
          r_mem <= 0;
          din <= 8'h0;
          ack_err <= 0;
          done <= 0;
          busy <= 0;
        end
      else
        begin
          case (state)
            idle :
              begin
                if (scl == 1'b1 && sda == 1'b0)  
                  begin
                    busy <= 1'b1;
                    state <= wait_p;
                  end
                else
                  begin
                    state <= idle;
                  end
              end
            wait_p :
              begin
                if (pulse == 2'b11 && count1 == 399)   
                  state <= read_addr;
                else 
                  state <= wait_p;
              end
            read_addr: 
              begin
                sda_en <= 0;
                if (bitcnt <= 7 )
                  begin
                    case(pulse)
                      0: begin end
                      1: begin end
                      2: begin r_addr <= (count1 == 200) ? {r_addr [6:0] , sda} : r_addr; end
                      3: begin end
                    endcase
                    if (count1 == clk_count1*4 - 1)
                      begin
                        state <= read_addr;
                        bitcnt <= bitcnt + 1;
                      end
                    else
                      begin
                        state <= read_addr;
                      end
                  end
                else
                  begin
                    state <= send_ack1;
                    bitcnt <= 0;
                    sda_en <= 1'b1;   
                    addr <= r_addr [7:1];   
                  end
              end
            send_ack1:
              begin
                case (pulse)
                  0: begin sda_t <= 0; end
                  1: begin end
                  2: begin end
                  3: begin end
                endcase
                if (count1 == clk_count1*4 - 1)
                  begin
                    if (r_addr[0] == 1'b1)   
                      begin
                        state <= send_data;
                        r_mem <= 1'b1;
                      end
                    else
                      begin
                        state <= read_data;
                        r_mem <= 1'b0;
                      end
                  end
                else
                  begin
                    state <= send_ack1;
                  end
              end
            read_data:
              begin
                sda_en <= 1'b0;  
                if (bitcnt <=7)
                  begin
                    case (pulse)
                    0: begin end
                    1: begin end
                    2: begin din<= (count1 == 200) ? {din[6:0] , sda} : din; end
                    3: begin end
                    endcase
                    if (count1 == clk_count1*4 - 1)
                      begin 
                        state <= read_data;
                        bitcnt <= bitcnt + 1;
                      end
                    else
                      begin
                        state <= read_data;
                      end
                  end
                else
                  begin
                    state <= send_ack2;
                    bitcnt <= 0;
                    sda_en <= 1;
                    w_mem <= 1;
                  end
              end
            send_ack2:
              begin
                case (pulse)
                  0: begin sda_t <= 0; end
                  1: begin w_mem <= 1'b0; end
                  2: begin end
                  3: begin end
                endcase
                if (count1 == clk_count1*4 -1 )
                  begin
                    state <= detect_stop;
                    sda_en <= 1'b0;
                  end
                else
                  begin
                    state <= send_ack2;
                  end
              end
            send_data:
              begin
              sda_en <= 1'b1;
              if(bitcnt <= 7)
                begin 
                  r_mem <= 0;   
                  case (pulse)
                    0: begin end
                    1: begin sda_t <= (count1 == 100) ? dout [7-bitcnt] : sda_t; end
                    2: begin end
                    3: begin end
                  endcase
                  if(count1 == clk_count1*4 - 1)
                    begin
                      state <= send_data;
                      bitcnt <= bitcnt + 1;
                    end
                  else
                    begin
                      state <= send_data;
                    end
                end
                else 
                  begin
                    state <= master_ack;
                    bitcnt <= 0;
                    sda_en <= 0;
                  end            
            end
            master_ack: 
              begin 
                case (pulse)
                  0: begin end
                  1: begin end
                  2: begin r_ack <= (count1 == 200)? sda : r_ack; end
                  3: begin end
                endcase
        if (count1 == clk_count1*4 - 1)
            begin
              if (r_ack == 1'b1)  
                begin
                  ack_err <= 0;
                  state <= detect_stop;
                  sda_en <= 0;
                end
              else
                begin
                  ack_err <= 1'b1;
                  state <= detect_stop;
                  sda_en <= 0;
                end
            end
          else
            begin
              state <= master_ack;
            end
        end
            detect_stop :
              begin
                if (pulse == 2'b11 && count1 == 399)
                  begin
                    state <= idle;
                    busy <= 0;
                    done <= 1;
                  end
                else
                  state <= detect_stop;
              end
            default: state <= idle;
      endcase
     end       
  end
   assign sda = (sda_en == 1'b1) ? sda_t : 1'bz;
endmodule
```
`constraint.sdc`:
```
current_design i2c_slave

set clk_period 8.7
set clk_io_pct 0.2

create_clock -name clk0 -period $clk_period [get_ports {clk}]

set non_clock_inputs [all_inputs -no_clocks]
set_input_delay [expr $clk_period * $clk_io_pct] -clock clk0 $non_clock_inputs
set_output_delay [expr $clk_period * $clk_io_pct] -clock clk0 [all_outputs]
```
`run.sh`:
```
#!/bin/bash
# OpenROAD 26Q1-2900-gdf79404cd8, Yosys 0.63+post, stock flow scripts
make -C /OpenROAD-flow-scripts/flow DESIGN_CONFIG=/design/flow/config.mk WORK_HOME=/design/flow/orfs finish
```
==> flow_metrics.env <==
# source this file to load flow results
export IMPL_status="did not finish"
export IMPL_synth_seq_share=0.458
export IMPL_hold_buffers=0
export IMPL_hpwl_mm=194
export IMPL_most_common_cell="nand2_1"
export IMPL_async_flop_share=0
export IMPL_placed_area_um2=50200
export IMPL_edf_count=2
export IMPL_fp_util=0.403
export IMPL_ys_types=93
export IMPL_top_area_frac=0.457
export IMPL_ys_warn_count=3
export IMPL_cts_sinks=1104
export IMPL_syn_inst=6055
export IMPL_dp_slack_ns=3.98
export IMPL_syn_avg_cell_area_um2=7.97
export IMPL_cts_resized_gates=0
export IMPL_post_cts_buffers=0
export IMPL_flop_cell="dfxtp_1"
export IMPL_ctsLongestPathBuffers=3
export IMPL_die_width_um=349
export IMPL_cts_made_buffers=121
export IMPL_fp_dieH_um=349
export IMPL_ys_area_um2=48300
export IMPL_largest_area_cell="dfxtp_1"
export IMPL_ios=7
export IMPL_clock_root_buffer="clkbuf_16"
export IMPL_place_congestion=1.22
export IMPL_placementRows=127
export IMPL_top_cells_by_area="dfxtp_1 46%, nand2_1 13%, a21oi_1 5.7%, nand3_1 5.5%, mux2i_1 3.6%"
export IMPL_htree_levels=3
export IMPL_haltStage="clock tree synthesis"
export IMPL_yosys_cells=6055
export IMPL_numPortBuffers=5
export IMPL_top_cells_by_count="1632 x nand2_1, 1102 x dfxtp_1, 554 x a21oi_1"
export IMPL_ys_ff=1104
export IMPL_error_line="[error] [KeplerFormal.cpp:679] Workflow failed: Iso has multiple drivers: .sda0, sda$_SDFFE_PP0P_.Q0"
export IMPL_netlist_area_um2=48300
kinds of logic after synthesis:
group | Yosys count | synth area share
adders and majority gates | 3 | 0.000778
buffers and inverters | 531 | 0.0487
muxes | 196 | 0.0419
xor gates and xnor gates | 30 | 0.00544
and+or+nand+nor | 2865 | 0.267
DFF | 1104 | 0.458
AOI/OAI and AO/OA | 1326 | 0.178
metrics by stage:
step           hold slack [ns]  cells  utilization
2_1_floorplan            0.406   6055            -
3_3_place_gp             0.421   7391        0.419
3_5_place_dp             0.430   7392        0.419
